**./run.sh**
```bash
#!/bin/bash
# OpenROAD 26Q1-2900-gdf79404cd8, Yosys 0.63+post, stock flow scripts
make -C /OpenROAD-flow-scripts/flow DESIGN_CONFIG=/design/flow/config.mk WORK_HOME=/design/flow/orfs finish
```
**./config.mk**
```make
export PLATFORM = sky130hd
export DESIGN_NAME = shifter
export DESIGN_NICKNAME = shifter
export VERILOG_FILES = /design/flow/design.v
export SDC_FILE = /design/flow/constraint.sdc
export NUM_CORES = 4
export LEC_CHECK = 1
export CORE_AREA = 10 10 71 71
export DIE_AREA = 0 0 81 81
```
**./constraint.sdc**
```tcl
current_design shifter

set clk_period 1.5
set clk_io_pct 0.2

create_clock -name clk0 -period $clk_period

set non_clock_inputs [all_inputs -no_clocks]
set_input_delay [expr $clk_period * $clk_io_pct] -clock clk0 $non_clock_inputs
set_output_delay [expr $clk_period * $clk_io_pct] -clock clk0 [all_outputs]
```
**./design.v**
```verilog
module shifter(in,shift,sout);
input [15:0] in;
input [1:0] shift;
output reg[15:0] sout;
always @(*) begin
case(shift)
        2'b00:
        sout=in;
        2'b01: 
        sout = in<<1;
        2'b10:
        sout = in>>1;
        2'b11: 
        begin 
        sout[15]= in[15];
        sout[14:0] = in[15:1]>>1;  
        end
endcase
end
endmodule
```
==> flow_summary.ini <==
; synthesis and place-and-route metrics
[cells_and_area]
drive_gt1_share_pct = 40.6
seq_cell_count = 0
nClkBuffers = 0
nFillCells = 402
register_area_sq_um = 0
area_growth_pct = 111

[yosys]
simple_gate_share_pct = 3.78
mappedNetlistArea_sq_um = 463
ys_sh_mux_pct = 28.1
avgSynthCellArea_sq_um = 7.72
syn_inst = 60
ys_warn_count = 1
ys_area_sq_um = 463
synth_cell_types = 11
ys_seq_share_pct = 0
compound_area_share_pct = 34.6
xor_share_pct = 0
ys_sh_adder_pct = 13.5
ys_cells = 60
logic_family = AND-OR/OR-AND gates

[route]
firstDrtPassIters = 4
viasPerCell = 4.40
drc = 0
antenna_cells = 0
final_antenna_net_count = 0
drt_iter0_markers = 82
routedWlPerCell_microns = 14.1
vias = 677
finalWirelength_mm = 2.18

[die]
die_h_microns = 81
core_area_sq_mm = 0.00363
die_area_sq_mm = 0.00656
ios = 34
die_x_microns = 81
fp-utilization_pct = 12.7
fp-row-count = 22

[power]
ir_drop_v = 0.000146
power.total_mw = 0.267
cellPowerDensity_mw_per_mm2 = 274
leakage_nw = 0.482

[sta]
tightest_slew_ps = 321
finalSetupViolations = 12
fmaxAchievable_mhz = 615
drv_slew = 0
hold_viol_final = 0
rsz0062_at_grt = true
period_used_pct = 108
min_period_ps = 1630
slew_headroom_pct = 78.6
setup_tns_ps = -1020
setup_slack_ps = -126

[global_routing]
grt_pass1_wl_mm = 3.08
grt_max_degree = 16
antenna_found_initial = 0
grt.total_usage_pct = 5.72
grt_pass1_vias = 616
gr-total-overflow = 0

[flow_run]
warnings = 38
cap_viol_max_count = 0

[run_status]
status = complete, but fails checks
violations = negative setup slack

[placed_design]
globalplace.congestion = 0.800
hpwl_mm = 1.58
io_buffers = 34

[setup_path]
cp-start-kind = primary input
critPathArrivalTime_ps = 1330
required_ps = 1200
cp-end-kind = output port
critPathKind = primary input to output port
worstPathMaxFanout = 6

[worst_hold_path]
min_path_cells = 4
min_from = in[0]
hold_end = sout[0]
hold_path.class = primary input to output port

[clock_tree]
cts-hold-fix-buffers = 0
==> Yosys cell counts, drive strengths merged <==
cell	instances	area share, %
buf	5	7.8
inv	15	12
ha	5	14
nand2b	1	1.4
a222oi	13	28
a22oi	2	3.2
nand2	3	2.4
o21ai	3	3.2
mux2i	13	28
==> power breakdown <==
group          leakage (nW)  internal (mW)  switching (mW)
sequential                0              0               0
clock                     0              0               0
combinational         0.482          0.156           0.111
total                 0.482          0.156           0.111
==> worst max path at each step <==
stage,to,from,depth (start not counted),slack (ps)
final,sout[10],shift[0],7,-130
after CTS,sout[12],shift[0],9,-100
after global routing,sout[11],shift[0],7,-170
==> cell type report <==
type	count	area [sq um]	area share, %
Inverter	15	63.8	6.55
Multi-Input combinational cell	40	427	43.8
Tap cell	48	60.1	6.16
Timing Repair Buffer	51	424	43.5
==> logic make-up after synthesis <==
family | after synthesis
buf+inv | 20
compound gates | 18
mux | 13
fa+ha+maj | 5
simple gates | 4
==> what timing repair did <==
action	in CTS	in global routing
pin swaps	15	14
hold endpoints to repair	0	0
resized	102	12
setup endpoints to repair	16	16
setup buffers	8	4
==> stage by stage <==
| stage | cell area (sq um) | utilization [%] | cells | hold WS, ps | worst slack (ps) |
|---|---|---|---|---|---|
| floorplan | 463 | - | 60 | 652 | 118 |
| global placement | 892 | 24.6 | 144 | 1600 | -958 |
| detailed placement | 892 | 24.6 | 144 | 1610 | -993 |
| CTS | 938 | 25.8 | 151 | 1050 | -96.2 |
| global route | 975 | 26.8 | 154 | 1080 | -175 |
| finish | 975 | 26.8 | 154 | 1040 | -126 |
==> routing by layer <==
metal,vias to the layer above,routed length (microns),track usage (%)
met5,-,0,0
met4,0,0,0
met3,0,129,0.557
met2,37,1060,10.2
met1,311,992,7.72
li1,329,-,-
==> placed cells by master (no fill, tap or decap) <==
| master | n |
|---|---|
| ha_1 | 1 |
| nand2_1 | 2 |
| clkbuf_2 | 1 |
| o21ai_1 | 2 |
| inv_6 | 1 |
| a22oi_1 | 2 |
| mux2i_1 | 13 |
| a222oi_1 | 13 |
| buf_6 | 11 |
| buf_4 | 6 |
| nand2_2 | 1 |
| dlygate4sd2_1 | 16 |
| inv_4 | 1 |
| nand2b_1 | 1 |
| buf_12 | 1 |
| ha_4 | 4 |
| inv_1 | 13 |
| o21ai_2 | 1 |
| buf_2 | 15 |
| buf_8 | 1 |
==> critical path, cell delays in order <==
cell,delay (ps)
buf_12,90
inv_6,30
ha_4,170
buf_6,120
a222oi_1,360
mux2i_1,110
buf_2,130
No activity file was given, so power comes from the tool's default toggle rates.
