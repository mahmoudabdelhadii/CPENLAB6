==> flow/design.v <==
module Decoder(a, b) ;
  parameter n=2 ;
  parameter m=4 ;
  input  [n-1:0] a ;
  output [m-1:0] b ;
  wire [m-1:0] b = 1 << a ;
endmodule
module eighttoonemux(data_out, decoded_read_num, R0,R1,R2,R3,R4,R5,R6,R7);
input [7:0]  decoded_read_num;  
input [15:0] R0;  
input [15:0] R1;
input [15:0] R2;
input [15:0] R3;
input [15:0] R4;
input [15:0] R5;
input [15:0] R6;
input [15:0] R7;
output reg [15:0] data_out;  
always @ (*) 
begin 
 case (decoded_read_num) 
  8'b00000001 : data_out = R0; 
  8'b00000010 : data_out = R1; 
  8'b00000100 : data_out = R2; 
  8'b00001000 : data_out = R3; 
  8'b00010000 : data_out = R4; 
  8'b00100000 : data_out = R5; 
  8'b01000000 : data_out = R6; 
  8'b10000000 : data_out = R7; 
  default : data_out = 8'bxxxxxxxx; 
 endcase 
end  
endmodule
module regfile(data_in,writenum,write,readnum,clk,data_out); 
input [15:0] data_in;
input [2:0] writenum, readnum;
input write, clk;
output wire [15:0] data_out;
 wire [7:0] hotcode;
 wire [15:0] R0,R1,R2,R3,R4,R5,R6,R7;
 wire [7:0] result_hotcodeANDEDwrite;
 wire[7:0] decoded_read_num;
 Decoder #(3,8) U1(writenum,hotcode);
 assign result_hotcodeANDEDwrite = (hotcode & {8{write}});
 vDFFE Reg0(clk,result_hotcodeANDEDwrite[0], data_in, R0);
 vDFFE Reg1(clk,result_hotcodeANDEDwrite[1], data_in, R1);
 vDFFE Reg2(clk,result_hotcodeANDEDwrite[2], data_in, R2);
 vDFFE Reg3(clk,result_hotcodeANDEDwrite[3], data_in, R3);
 vDFFE Reg4(clk,result_hotcodeANDEDwrite[4], data_in, R4);
 vDFFE Reg5(clk,result_hotcodeANDEDwrite[5], data_in, R5);
 vDFFE Reg6(clk,result_hotcodeANDEDwrite[6], data_in, R6);
 vDFFE Reg7(clk,result_hotcodeANDEDwrite[7], data_in, R7);
Decoder #(3,8) U2(readnum,decoded_read_num);
eighttoonemux M1(data_out, decoded_read_num, R0,R1,R2,R3,R4,R5,R6,R7);
endmodule
module vDFFE(clk, en, in, out) ;
  parameter n = 16;   
  input clk, en ;
  input  [n-1:0] in ;
  output [n-1:0] out ;
  reg    [n-1:0] out ;
  wire   [n-1:0] next_out ;
  assign next_out = en ? in : out;
  always @(posedge clk)
    out = next_out;  
endmodule
==> flow/run.sh <==
#!/bin/bash
# OpenROAD 26Q1-2900-gdf79404cd8, Yosys 0.63+post, stock flow scripts
make -C /OpenROAD-flow-scripts/flow DESIGN_CONFIG=/design/flow/config.mk WORK_HOME=/design/flow/orfs finish
==> flow/config.mk <==
export PLATFORM = sky130hd
export DESIGN_NAME = regfile
export DESIGN_NICKNAME = regfile
export VERILOG_FILES = /design/flow/design.v
export SDC_FILE = /design/flow/constraint.sdc
export NUM_CORES = 4
export LEC_CHECK = 1
export CORE_UTILIZATION = 40
==> flow/constraint.sdc <==
current_design regfile

set clk_period 3.3
set clk_io_pct 0.2

create_clock -name clk0 -period $clk_period [get_ports {clk}]

set non_clock_inputs [all_inputs -no_clocks]
set_input_delay [expr $clk_period * $clk_io_pct] -clock clk0 $non_clock_inputs
set_output_delay [expr $clk_period * $clk_io_pct] -clock clk0 [all_outputs]
==> results.py <==
# Auto-generated metrics
metrics = {
    "clocking": {
        "cts_tree": "done",
        "cts-buffers-inserted": 17,
        "postCtsSetupRepairBufs": 0,
        "cts.sink_count": 128,
        "cts.clk_slew.worst_paths_ns": 0.05,
        "cts_hold_buf": 0,
        "clock_path_buffers": 2,
        "cts_resized": 0,
        "cts.root.buffer_cell": "sky130_fd_sc_hd__clkbuf_16",
        "clock_tree.htree_level_count": 4,
    },
    "synth": {
        "largest_area_cell": "sky130_fd_sc_hd__edfxtp_1",
        "ys.warnings.count": 2,
        "proportion_of_synthesized_chip_area_in_sequential_cells_pct": 77.4,
        "ys.flops": 128,
        "yosys.stat.chipArea_um2": 4970,
        "post_synth_instance_area_um2": 4970,
        "syn_area_per_cell_um2": 25.0,
        "synthDistinctLibCells": 13,
        "synthesis.instances": 199,
        "synth-cells-yosys": 199,
        "yosysTopAreaCellShare_pct": 77.4,
        "synth.area.top_cells": "sky130_fd_sc_hd__edfxtp_1 (77%), sky130_fd_sc_hd__mux4_1 (13%), sky130_fd_sc_hd__mux2_2 (3.6%)",
    },
    "critical_path": {
        "critical_path_class": "input port to output port",
        "path_max_fanout": 24,
        "timing.critical_path.to_type": "output port",
        "crit_path_start_kind": "input port",
        "critical_path_cell_sequence": "clkdlybuf4s50_1 -> buf_12 -> mux4_2 -> mux2_2 -> clkdlybuf4s50_1",
        "worst_path_max_delay_cell": "sky130_fd_sc_hd__mux4_2",
        "timing.critical_path.arrival_ns": 2.54,
        "critPathMaxStageDelay_ns": 0.51,
        "timing.critical_path.mode_cell": "sky130_fd_sc_hd__clkdlybuf4s50_1",
        "cp.required_ns": 2.64,
    },
    "routing": {
        "detail_route.vias_per_cell": 4.94,
        "antenna_left": 0,
        "detail_route.wirelength_mm": 8.49,
        "initialDrtViolationCount": 116,
        "first_pass_iters": 4,
        "routedWlPerCell_um": 19.1,
        "num_vias": 2192,
        "number_of_diodes_added_for_antenna_fixing": 0,
        "drc": 0,
    },
    "sta": {
        "drv_slew": 0,
        "worst_slew_margin_rel_pct": 79.7,
        "worst_slew_pin_slew_ns": 0.305,
        "rsz0062_at_grt": "no",
        "layout_setup_ws_ns": 0.102,
        "finalSetupViolCount": 0,
        "period_needed_ns": 3.20,
        "setup_total_negative_slack_ns": 0,
        "final-hold-violation-count": 0,
        "max_fclk_ghz": 0.313,
        "timing.final.crit_share_pct": 96.9,
    },
    "grt": {
        "sum_of_overflow_across_all_layers_after_global_routing": 0,
        "grt_pass1_wl_mm": 12.9,
        "grt_pass1_vias": 2339,
        "gr-usage-all-layers_pct": 15.2,
        "antenna_found_initial": 0,
        "maximum_number_of_pins_on_one_net_before_global_route_repair": 33,
    },
    "pwr": {
        "total_power_consumption_uw": 4210,
        "cellPowerDensity_nw_per_um2": 664,
        "worst_ir_drop_vdd_v": 0.000483,
        "static-leakage-power_uw": 0.00213,
    },
    "finish": {
        "logic_area_um2": 1060,
        "dominant_logic_cell_type_in_the_layout": "sky130_fd_sc_hd__edfxtp_1",
        "syn_to_final_growth_pct": 27.8,
        "post_route_cells_drive_above_1_share_pct": 26.4,
        "n_fill_cell": 926,
        "stdcell_count": 444,
        "final_layout_top_logic_cells": "sky130_fd_sc_hd__edfxtp_1 (128), sky130_fd_sc_hd__clkdlybuf4s50_1 (38), sky130_fd_sc_hd__mux4_1 (24), sky130_fd_sc_hd__clkbuf_16 (17), sky130_fd_sc_hd__mux2_2 (16)",
        "layout.area.seq_um2": 3840,
        "fin_area_um2": 6350,
    },
    "job": {
        "max-cap-violations": 0,
        "tool_warnings": 25,
    },
    "placement": {
        "place.gp.congestion": 0.714,
        "dp.final_hpwl_mm": 4.58,
        "place_inst": 412,
        "placement.cell_area_um2": 5660,
        "numPortBuffers": 39,
        "pre_cts_slack_ns": 0.101,
    },
    "worst_hold_path": {
        "hold_crit_class": "input port to register",
        "worstHoldPathCells": 1,
        "hold_end": "Reg4.out[5]$_DFFE_PP_",
        "min_from": "data_in[5]",
    },
    "outcome": {
        "outcome": "finished clean",
    },
    "floorplan": {
        "floorplan.core_util_pct": 41.2,
        "die.size.x_um": 113,
        "placement_rows": 40,
        "floorplan.core_area_um2": 12100,
        "chip_area_um2": 12900,
        "pin_count": 40,
        "die-height_um": 113,
    },
}
==> final cells by class <==
| type | instances | area share, % |
|---|---|---|
| flip-flops and latches | 128 | 60.6 |
| clock buffers | 18 | 6.76 |
| repair buffers | 55 | 8.56 |
| well taps | 168 | 3.31 |
| multi-input cells | 61 | 16.7 |
| clock inverters | 14 | 4.12 |
==> sequential cells by signal (all words and copies together) (netlist names) <==
signal / cells
Reg5.out: 16
Reg6.out: 16
Reg3.out: 16
Reg4.out: 16
Reg7.out: 16
Reg2.out: 16
Reg1.out: 16
Reg0.out: 16
==> metal layers <==
| metal | wire (um) | GRT usage (%) | part of all wire (%) | up-vias |
|---|---|---|---|---|
| met5 | 0 | 0 | 0 | - |
| met4 | 119 | 2.11 | 1.4 | 0 |
| met3 | 715 | 6.93 | 8.4 | 12 |
| met2 | 4370 | 24.4 | 52 | 90 |
| met1 | 3280 | 21.5 | 39 | 1088 |
| li1 | - | - | - | 1002 |
==> worst max path at each step <==
| stage | depth (start not counted) | end | start |
|---|---|---|---|
| 5_1_grt | 6 | data_out[13] | readnum[2] |
| 4_1_cts | 5 | data_out[15] | readnum[2] |
| 6_report | 5 | data_out[15] | readnum[2] |
==> cells by family after synthesis <==
| group | synth area share (%) |
|---|---|
| buf+inv | 1.46 |
| flops | 77.4 |
| mux | 20.0 |
| simple gates | 1.18 |
==> critical path, delay by kind of cell <==
kind,cells,cell delay [ns]
buf+inv,3,1.09
mux,2,0.78
==> metrics by stage <==
step | util, % | hold slack (ns)
5_1_grt | 52.6 | 1.01
3_3_place_gp | 46.9 | 1.39
3_5_place_dp | 46.9 | 1.40
4_1_cts | 52.6 | 0.970
2_1_floorplan | - | 0.759
6_report | 52.6 | 0.994
==> report_power, final <==
group	leakage (uW)	internal (uW)	switching [uW]
clock	0.000332	1490	643
sequential	0.00116	1850	9.02
combinational	0.000639	133	88.3
==> cell usage after synthesis, drive strengths merged <==
library cell  count
buf               8
clkbuf            2
edfxtp          128
mux2             16
mux4             32
nand2             2
nand2b            3
nor2              6
nor3              2
Power figures rest on the tool's default switching activity, not on a simulated workload.
