File: ./design.v
module ALU(Ain,Bin,out,ALUop,Z);
input [15:0] Ain,Bin;
input[1:0] ALUop;
output reg[15:0] out;
output reg Z;
	always @(*)
		begin
		Z = 0;
		case(ALUop)
					2'b00:
					begin
					out = Ain + Bin;
					if(out== 16'b0)
					Z=1; 
					else 
					Z=0;
					end
					2'b01:
					begin
					out = Ain - Bin;
					if(out== 16'b0)
					Z=1; 
					else 
					Z=0;
					end
					2'b10:
					begin
					out = Ain & Bin;
					if(out== 16'b0)
					Z=1; 
					else 
					Z=0;	
					end
					2'b11:
					begin
					out = ~Bin;
					if(out== 16'b0)
					Z=1; 
					else 
					Z=0;
					end
		endcase
	end
endmodule
File: ./run.sh
#!/bin/bash
# OpenROAD 26Q1-2900-gdf79404cd8, Yosys 0.63+post, stock flow scripts
make -C /OpenROAD-flow-scripts/flow DESIGN_CONFIG=/design/flow/config.mk WORK_HOME=/design/flow/orfs finish
File: ./constraint.sdc
current_design ALU

set clk_period 8.7
set clk_io_pct 0.2

create_clock -name clk0 -period $clk_period

set non_clock_inputs [all_inputs -no_clocks]
set_input_delay [expr $clk_period * $clk_io_pct] -clock clk0 $non_clock_inputs
set_output_delay [expr $clk_period * $clk_io_pct] -clock clk0 [all_outputs]
File: ./config.mk
export PLATFORM = sky130hd
export DESIGN_NAME = ALU
export DESIGN_NICKNAME = ALU
export VERILOG_FILES = /design/flow/design.v
export SDC_FILE = /design/flow/constraint.sdc
export NUM_CORES = 4
export LEC_CHECK = 1
export CORE_AREA = 10 10 99 99
export DIE_AREA = 0 0 109 109
==> metrics.cfg <==
[status]
status=finished clean

[cts]
cts_resized=0
hold_buffers=0
postCtsSetupBuffers=0

[global_routing]
met2_usage_pct=23.0
use_met3_pct=1.37
gr-usage-met1_pct=17.4
grt.total_usage_pct=13.1
antenna_found_initial=0
grt_max_degree=19
grt_overflow=0
grt_pass1_vias=2447
busiest_layer=met2
grt_pass1_wl_um=12700

[logic_synthesis]
synth_warnings=1
top_area_share_pct=17.3
synth_top_cell_by_area=ha_1
postSynthSeqShare_pct=0
top_cells_by_count=inv_1 (33), ha_1 (32), xnor2_1 (19)
ys_cells=296
synth_cell_types=63
most_common_cell=inv_1
synth_chip_area_um2=2310
netlist_instances=296
top_cells_by_area=ha_1 (17%), mux4_2 (9.8%), xnor2_1 (7.2%)
syn_area_um2=2310
avgSynthCellArea_um2=7.80

[detailed_routing]
drt_iter0_markers=136
antenna_left=0
post_drt_wl_per_cell_um=17.9
drc=0
wirelength_um=7740
diodes=0
drt_pass1_iterations=4
vias=2363
viasPerCell=5.46

[power]
power_mw=0.209
power_frac_clock_pct=0
p_switching_mw=0.105
combPwrFrac_pct=100.0
p_int_mw=0.105
p_leak_nw=1.09
p_seq_share_pct=0
ir_drop_v=0.0000216
power.density_nw_per_um2=74.2
switching_share_pct=50.1

[setup_path]
cp-endpoint=Z
critPathLaunchType=primary input
crit_path_frequent_cell=clkdlybuf4s50_1
crit_path_top_delay_cell=clkdlybuf4s50_1
worst_setup_path_end_kind=primary output
crit_chain=clkdlybuf4s50_1 -> ha_1 -> inv_1 -> fa_1 -> a21oi_1 -> o2111ai_1 -> a31oi_1 -> xnor2_1 -> a211o_1 -> nor4_1 -> a41oi_1 -> o41ai_2 -> clkdlybuf4s50_1
startpoint=Bin[0]
crit_cells=13
path_max_fanout=5
critPathRequiredTime_ns=6.96
crit_type=in -> out
crit_family=AND-OR/OR-AND gates
arrival_ns=5.37
path_buffers=3
slowest_delay_ns=0.56

[floorplan]
coreArea_um2=7730
die_height_um=109
die-area_um2=11900
dieWidth_um=109
ios=51
rows=32
fp_util_pct=29.9

[final_layout]
fill_cells=805
drive_gt1_share_pct=7.55
fin_cells=433
clock_buffers=0
final_area_um2=2820
ff_count=0
synthToLayoutAreaGrowth_pct=22.2
regArea_um2=0

[min_path]
hold_class=in -> out

[final_timing]
report.final.slew_viol_count=0
slew_headroom_pct=50.2
rsz0062_at_grt=false
hold_violations=0
finalSetupViolCount=0
post-route-min-period_ns=7.11
fin_setup_tns_ns=0
tightest_slew_ns=0.743
fin_crit_sh_pct=81.7
max_freq_mhz=141

[place]
placed_cells=433
detailed_place.area_um2=2820
gp_routability_congestion=0.967
io_buffers=51
hpwlAfterDp_um=6540

[job]
maxCapViolCount=0
tool_warnings=48

[routing by layer]
layer  vias up  part of all wire [%]
li1       1182                     -
met1      1113                    44
met2        62                    50
met3         6                   5.5
met4         0                  0.94
met5         -                     0
[cell usage in the layout (no fill, tap or decap), types with 2 or more instances in the layout]
master            n
a311oi_1          2
nand3_1           8
o311ai_0          3
a31oi_1           4
ha_1             32
mux2i_1           3
xnor2_1          19
or3_1             7
nand4_1           9
mux4_2           10
o21ai_0          10
o21bai_1          5
nor2_1           18
o211ai_1          7
and2_1            2
and3_1            4
xor2_1            4
nor3_1           14
a211o_1           3
a2111oi_0         3
fa_1              2
nand2b_1          4
nand2_1          10
inv_1            33
o41ai_2           2
nor2b_1           5
nor4_1            6
o2111ai_1         3
a2111o_1          2
clkdlybuf4s50_1  51
a21oi_1          18
[metrics by stage]
step                      util, %  setup WS (ns)  hold WS [ns]
after floorplan                 -           3.05          3.58
after global placement       36.5           1.60          4.68
after detailed placement     36.5           1.61          4.67
after CTS                    36.5           1.61          4.68
after global routing         36.5           1.45          4.74
final                        36.5           1.59          4.66
[cell type report]
cell class | count | area, um^2 | area share [%]
inverter | 35 | 131 | 4.65
multi-input combinational | 245 | 2050 | 72.7
tap | 102 | 128 | 4.52
timing repair buffer | 51 | 510 | 18.1
[cell families after synthesis]
kind of cell             share of synthesized area [%]
XOR/XNOR                                          8.72
multiplexers                                      12.7
AND/OR/NAND/NOR                                   22.4
adder cells (fa/ha/maj)                           19.1
buffers and inverters                             11.1
AND-OR/OR-AND                                     26.1
[power groups by stage]
stage | sequential (mW) | combinational (mW) | clock [mW]
global route | 0 | 0.230 | 0
finish | 0 | 0.209 | 0
CTS | 0 | 0.210 | 0
[worst min-delay path by stage]
stage | startpoint | endpoint | depth (start not counted)
final | Bin[0] | out[0] | 5
after global routing | Bin[13] | out[13] | 5
after CTS | Bin[0] | out[0] | 5
